### design/flow/run.sh
#!/bin/bash
# OpenROAD 26Q1-2900-gdf79404cd8, Yosys 0.63+post, stock flow scripts
make -C /OpenROAD-flow-scripts/flow DESIGN_CONFIG=/design/flow/config.mk WORK_HOME=/design/flow/orfs finish
### design/flow/config.mk
export PLATFORM = sky130hd
export DESIGN_NAME = top_v1b
export DESIGN_NICKNAME = top_v1b
export VERILOG_FILES = /design/flow/design.v
export SDC_FILE = /design/flow/constraint.sdc
export NUM_CORES = 4
export LEC_CHECK = 1
export CORE_UTILIZATION = 40
### design/flow/constraint.sdc
current_design top_v1b

set clk_period 6.6
set clk_io_pct 0.2

create_clock -name clk0 -period $clk_period [get_ports {WRn}]
create_clock -name clk1 -period $clk_period [get_ports {clk}]

set non_clock_inputs [all_inputs -no_clocks]
set_input_delay [expr $clk_period * $clk_io_pct] -clock clk0 $non_clock_inputs
set_output_delay [expr $clk_period * $clk_io_pct] -clock clk0 [all_outputs]
### design/flow/design.v
module top_v1b (
    input clk,
    input WRn,
    input RDn,
    input [2:0] address,
    inout wire [7:0] data
);
reg [7:0] dataBufferIn[5];
reg [7:0] dataBufferOut[5];
assign data = (RDn == 1'b0) ? dataBufferOut[address] : 8'bZ;  
always @(posedge WRn) dataBufferIn[address] <= data;
reg Status = 0;  
wire [1:0] Operation = dataBufferIn[4][1:0];
reg [6:0] Seq = 0;  
wire [14:0] A = { dataBufferIn[0][6:0], dataBufferIn[1] };
wire [14:0] B = { dataBufferIn[2][6:0], dataBufferIn[3] };
wire Asign = dataBufferIn[0][7];
wire Bsign = dataBufferIn[2][7];
wire Xsign = Asign ^ Bsign;
wire [14:0] Apos = (Asign == 0) ? A : -A;
wire [14:0] Bpos = (Bsign == 0) ? B : -B;
reg [31:0] Ax = 0;  
reg [31:0] Bx = 0;  
reg [31:0] X = 0;  
assign dataBufferOut[0] = X[31:24];
assign dataBufferOut[1] = X[23:16];
assign dataBufferOut[2] = X[15:8];
assign dataBufferOut[3] = X[7:0];
assign dataBufferOut[4] = { 7'b0, Status };
always @(posedge clk) begin
    if ((WRn == 1'b0) && (address == 3'd4)) begin
        Seq <= 7'd0;  
        Status <= 1'b1;
    end
    else if (Status == 1'b1) begin
        Seq <= Seq + 7'd1;
        case (Operation)
        0: begin 
            if (Seq == 7'd0) begin  
                X <= 32'd0;
                Bx <= { 17'd0, Bpos };  
                Ax[14:0] <= Apos;  
            end else if (Seq <= 7'd16) begin 
                if (Ax[0] == 1'b1) X <= X + Bx;
                Ax[14:0] <= Ax[14:0] >> 1;
                Bx <= Bx << 1;
            end else begin
                Status <= 0;  
            end
        end  
        1: begin 
            if (Seq == 7'd0) begin  
                X <= 32'd0;
                Ax <= { 17'd0, Apos };  
                Bx <= { 3'd0, Bpos, 14'd0 };  
            end else if (Seq <= 7'd30) begin  
                if (Seq[0] == 1'd1) begin  
                    if (Bx <= Ax) begin
                        X <= X | (1 << 30-((Seq-1)/2));
                        Ax <= Ax - Bx;
                    end
                end else begin  
                    Bx <= Bx >> 1;
                    if (Ax[14:0] == 15'd0) Seq <= 7'd31;
                end
            end else if (Seq == 7'd31) begin
                X[14:0] <= Ax[14:0];  
            end else begin  
                if (Xsign) begin
                    X[31:16] <= { 1'b1, -X[30:16] };
                    X[15:0] <= -X[15:0];
                end
                Status <= 0;
            end
        end  
        2: begin 
            if (Seq == 7'd0) begin  
                X <= 32'd0;
                Ax <= { 17'd0, Apos };  
                Bx <= { 3'd0, Bpos, 14'd0 };  
            end else if (Seq <= 7'd62) begin  
                if (Seq[0] == 1'd1) begin  
                    if (Bx <= Ax) begin
                        X <= X | (1 << 30-((Seq-1)/2));
                        Ax <= Ax - Bx;
                    end
                end else begin  
                    if (Ax[29:0] == 30'd0) Seq <= 7'd63;
                    if (Seq == 7'd30) begin  
                        Ax <= Ax << 16; 
                        Bx <= Bx << 15;
                    end else Bx <= Bx >> 1;
                end
            end else begin  
                Status <= 0;
            end
        end  
        3: begin
            if (Seq == 7'd0) begin  
                Ax <= { 1'd0, Apos, 16'd0 };  
                X <= 32'd0;  
                Bx <= 32'h40000000;  
            end else if (Seq <= 7'd34) begin  
                if (Seq[0] == 1'd1) begin  
                    if (Bx == 32'd0) begin
                        Seq <= 7'd35;
                    end else if (Ax >= (X + Bx)) begin
                        Ax <= Ax - (X + Bx);
                        X <= X + (Bx << 1);
                    end
                end else begin  
                    X <= X >> 1;
                    Bx <= Bx >> 2;
                end
            end else begin  
                Status <= 1'b0;
                X <= X << 8;  
            end
        end  
    endcase  
    end
end  
endmodule
==> impl_metrics.yaml <==
# physical design summary
critical_path:
  cp-startpoint: "Bx[10]"
  r2r.worst_path.cells: 20
  path_class: "register to register"
  crit_top_cell: "a21oi_1"
  crit_arrival_ns: 6.56
  crit_cells: 20
  critPathCaptureType: "register"
  critPathMaxStageDelay_ns: 0.61
  path_cells: "ha_1 > a211oi_1 > nor2_1 > o41ai_1 > a21oi_1 > o21ai_0 > o21bai_1 > a21oi_1 > xor2_1 > ha_1 > a21o_1 > a21o_1 > a21oi_1 > o21ai_0 > a21o_1 > o21a_1 > nor2_1 > a21oi_1 > clkbuf_16 > clkbuf_16"
  critPathRequiredTime_ns: 6.77
  critPathSlowestCell: "edfxtp_1"
  crit_path_end: "X[23]"
  r2r_slack_ns: 0.22
  startpoint_type: "register"
  timing.rr.start: "Bx[10]"
  critPathTopFamily: "AND-OR/OR-AND gates"
  regToRegEndpoint: "X[23]"
  critPathBufInv: 2
  path_max_fanout: 11
global_routing:
  grt_max_degree: 55
  antenna_found_initial: 6
  grt_pass1_vias: 18800
  gr-total-overflow: 0
  grt_usage_pct: 38.3
  grt_pass1_wl_um: 121000
timing:
  skew_ns: 0.0123
  tns_ns: 0
  setup_viol: 0
  slew_viol_final: 0
  setup_ws_ns: 0.217
  grt_setup_unrepaired: "no"
  maxSlewHeadroom_pct: 32.7
  holdWs_ns: 0.626
  finalHoldViolCount: 0
  max_slew.worst_pin.slew_ns: 1.01
drt:
  drtIter0Drc: 2616
  vias_per_cell: 6.78
  drt_first_pass_iters: 9
  antenna_left: 0
  wire_per_inst_um: 28.5
  drc: 0
  routed_wl_um: 83800
  num_vias: 19900
placement:
  place_hpwl_um: 61600
  dp_slack_ns: 0.489
  place_area_um2: 18800
  gp_congestion: 1.07
  portBuffers: 3
cells_and_area:
  area.growth.synth_to_final_pct: 14.5
  logic_area_um2: 13100
  seq_area_um2: 4070
  lay_top_count: "nand2_1"
  finish.instance_area_um2: 20500
  num-fill-cells: 4246
  final_cell_mix: "nand2_1, a21oi_1, nor2_1, o21ai_0, ha_1"
  drive_gt1_share_pct: 8.83
floorplanning:
  io_pins: 14
  fp_util_pct: 40.5
  die_w_um: 214
  dieHeight_um: 214
  coreArea_um2: 44200
  rows: 77
  die_area_um2: 45600
outcome:
  status: "complete, no violations"
logic_synthesis:
  synth_chip_area_um2: 17900
  ys.flop_type: "edfxtp_1"
  avgSynthCellArea_um2: 7.77
  synth_area_um2: 17900
  synth-edff-count: 130
  synth.distinct_cells: 103
  yosys_warnings: 8
  ys_seq_share_pct: 22.7
  syn_inst: 2305
  ys_ff: 138
  synthArstFlopShare_pct: 0
  ys_cells: 2305
hold_path:
  hold_class: "clock port to register"
cts:
  cts_hold_buf: 0
  cts_tree: "done"
  cts_resized: 0
  postCtsSetupBuffers: 0
  cts.clk_slew.worst_paths_ns: 0.09
flow_run:
  tool_warnings: 40
  cap_viol_max_count: 0
==> Yosys cell counts, types with 26 or more instances <==
cell type / number / area share [%]
nand2_1: 232 / 4.9
nor2_1: 196 / 4.1
edfxtp_1: 130 / 22
a21o_1: 45 / 1.9
a31oi_1: 36 / 1.3
nand3_1: 51 / 1.4
o31ai_1: 26 / 1.1
ha_1: 141 / 9.9
o21a_1: 26 / 1.1
o211ai_1: 42 / 1.8
nor3_1: 47 / 1.3
o21ai_0: 174 / 4.9
clkbuf_1: 93 / 2.0
a21oi_1: 224 / 6.3
xor2_1: 64 / 3.1
xnor2_1: 83 / 4.1
and3_1: 28 / 0.98
inv_1: 91 / 1.9
mux2i_1: 33 / 1.8
o22ai_1: 29 / 1.0
a211oi_1: 36 / 1.5
==> how the worst min path moves through the flow <==
stage / from / to / cells after the start
CTS: WRn / Seq[5] / 9
global route: WRn / Seq[5] / 9
finish: WRn / Seq[5] / 9
==> per-stage QoR <==
stage          std cells  utilization [%]
6_report            2939             46.3
5_1_grt             2937             46.3
4_1_cts             2937             46.3
3_5_place_dp        2858             42.5
3_3_place_gp        2858             42.5
2_1_floorplan       2305                -
==> cell families after synthesis <==
family,synth area share [%]
compound gates,32.4
simple gates,20.3
buf+inv,4.46
xor+xnor,7.19
fa+ha+maj,10.3
flops,22.7
mux,2.60
==> metal layers <==
| metal | routed length (um) | vias to the layer above | part of all wire (%) | global-route usage (%) |
|---|---|---|---|---|
| li1 | - | 8912 | - | - |
| met2 | 33400 | 1401 | 40 | 50.9 |
| met5 | 24 | - | 0.029 | 0 |
| met1 | 33000 | 9248 | 39 | 51.9 |
| met4 | 6160 | 4 | 7.4 | 23.4 |
| met3 | 11200 | 351 | 13 | 16.2 |
==> final cells by class <==
type	instances	share of cell area [%]
timing repair buffer	73	2.71
antenna	2	0.0244
tap	592	3.62
clock buffer	64	7.30
clock inverter	15	1.02
multi-input combinational	1962	63.8
inverter	93	1.70
sequential	138	19.8
==> flip-flops by register name, summed over array words and instances, names as in the netlist <==
signal and count:
Ax 32, Bx 32, Seq 7, Status 1, X 32, dataBufferIn 34
==> worst min-delay path: stages <==
cell	delay [ns]
clkbuf_16	0.11
clkbuf_16	0.12
clkbuf_16	0.12
clkbuf_16	0.13
clkbuf_16	0.11
nor2_1	0.05
clkbuf_16	0.14
clkbuf_16	0.14
nor2_1	0.09
