===== flow/design.v =====
`default_nettype none
module screen
    #(
        parameter STARTUP_WAIT = 32'd2700000,  
        parameter RESET_WAIT =   32'd5400000  
    )
    (
        input t_clk,
        output reg spi_mclk = 0,
        output reg spi_mosi = 1,
        output reg spi_cs = 1,
        output reg spi_rs = 1,
        output reg spi_reset = 0, 
        input [255:0] buffer,
        input bufferDA,
        output reg bufferRtR = 0
    );
    localparam STATE_INIT_POWER = 0;
    localparam STATE_INIT_SEND_RESET = 1;
    localparam STATE_INIT_WAIT = 2;
    localparam STATE_LOAD_INIT_CMD = 3;
    localparam STATE_SEND = 4;
    localparam STATE_CHECK_FINISHED_INIT = 5;
    localparam STATE_LOAD_DATA = 6;
    localparam STATE_STOP = 7;
    reg [ 3:0] state = 0;  
    reg [31:0] counter = 0;  
    reg [15:0] pixelCounter = 0;  
    reg [ 5:0] pixelDataCounter = 32;  
    reg [ 7:0] dataToSend = 0;  
    reg [ 2:0] bitNumber = 0;  
    reg [ 4:0] commandIndex = 0;  
    localparam SETUP_INSTRUCTIONS = 17;
    wire [ 8:0] startupCommands[SETUP_INSTRUCTIONS-1:0];
    reg [255:0] pixels;
    assign startupCommands[ 0] = 9'h036;   
    assign startupCommands[ 1] = 9'h1A0;  
    assign startupCommands[ 2] = 9'h03A;   
    assign startupCommands[ 3] = 9'h105;  
    assign startupCommands[ 4] = 9'h021;  
    assign startupCommands[ 5] = 9'h029;   
    assign startupCommands[ 6] = 9'h02A;   
    assign startupCommands[ 7] = 9'h100;
    assign startupCommands[ 8] = 9'h128;
    assign startupCommands[ 9] = 9'h101;
    assign startupCommands[10] = 9'h117;
    assign startupCommands[11] = 9'h02B;   
    assign startupCommands[12] = 9'h100;
    assign startupCommands[13] = 9'h134;
    assign startupCommands[14] = 9'h100;
    assign startupCommands[15] = 9'h1BE;
    assign startupCommands[16] = 9'h02C;  
always @(posedge t_clk) begin
  case (state)
    STATE_INIT_POWER: begin
      counter <= counter + 1;
      if (counter < STARTUP_WAIT) begin
        spi_reset <= 0;
      end else if (counter < STARTUP_WAIT * 2)  begin
        spi_reset <= 1;
      end
      else begin
        state <= STATE_INIT_SEND_RESET;
        spi_rs <= 0;
        dataToSend <= 8'h11;
        bitNumber <= 7;
        counter <= 0;
      end
    end
    STATE_INIT_SEND_RESET: begin
      spi_cs <= 0;
      if (counter == 0) begin
        spi_mclk <= 0;
        spi_mosi <= dataToSend[bitNumber];
        counter <= 1;
      end
      else begin
        counter <= 0;
        spi_mclk <= 1;
        if (bitNumber == 0) begin
          state <= STATE_INIT_WAIT;
        end else
          bitNumber <= bitNumber - 1;
      end
    end
    STATE_INIT_WAIT: begin
      spi_cs <= 1;
      spi_mclk <= 0;
      if (counter == RESET_WAIT) 
          state <= STATE_LOAD_INIT_CMD;
      else 
          counter <= counter + 1;
    end
    STATE_LOAD_INIT_CMD: begin
      state <= STATE_SEND; 
      spi_rs <= startupCommands[commandIndex][8];
      dataToSend <= startupCommands[commandIndex][7:0];
      bitNumber <= 7;
      counter <= 0;
      spi_mclk <= 1;
      commandIndex <= commandIndex + 1;
    end
    STATE_SEND: begin
      spi_cs <= 0;
      if (counter == 0) begin
        counter <= 1;
        spi_mclk <= 0;
        spi_mosi <= dataToSend[bitNumber];
      end
      else begin
        counter <= 0;
        spi_mclk <= 1;
        if (bitNumber == 0)
          state <= STATE_CHECK_FINISHED_INIT;
        else
          bitNumber <= bitNumber - 1;
      end
    end
    STATE_CHECK_FINISHED_INIT: begin
      spi_cs <= 1;
      spi_mclk <= 0;
      if (commandIndex == SETUP_INSTRUCTIONS) begin
        state <= STATE_LOAD_DATA; 
      end else begin
        state <= STATE_LOAD_INIT_CMD;
      end
    end
    STATE_LOAD_DATA: begin
      spi_rs <= 1;
      spi_mclk <= 1;
      if (pixelDataCounter == 31) bufferRtR <= 1;  
      if (pixelDataCounter == 32) begin  
        if (bufferDA == 1) begin
          pixels <= buffer;
          bufferRtR <= 0;
          pixelDataCounter <= 0;
        end
      end else if (pixelCounter != 64800) begin  
        pixelCounter <= pixelCounter + 1;
        pixelDataCounter <= pixelDataCounter + 1;
        bitNumber <= 7;
        counter <= 0;
        state <= STATE_SEND;
        dataToSend <= buffer[(pixelDataCounter*8)+7 -:8];
      end 
    end
  endcase
end
endmodule

===== flow/run.sh =====
#!/bin/bash
# OpenROAD 26Q1-2900-gdf79404cd8, Yosys 0.63+post, stock flow scripts
make -C /OpenROAD-flow-scripts/flow DESIGN_CONFIG=/design/flow/config.mk WORK_HOME=/design/flow/orfs finish

===== flow/config.mk =====
export PLATFORM = sky130hd
export DESIGN_NAME = screen
export DESIGN_NICKNAME = screen
export VERILOG_FILES = /design/flow/design.v
export SDC_FILE = /design/flow/constraint.sdc
export NUM_CORES = 4
export LEC_CHECK = 1
export CORE_UTILIZATION = 50

===== flow/constraint.sdc =====
current_design screen

set clk_period 7.9
set clk_io_pct 0.2

create_clock -name clk0 -period $clk_period [get_ports {t_clk}]

set non_clock_inputs [all_inputs -no_clocks]
set_input_delay [expr $clk_period * $clk_io_pct] -clock clk0 $non_clock_inputs
set_output_delay [expr $clk_period * $clk_io_pct] -clock clk0 [all_outputs]

==> reports/qor.yml <==
postSynthSeqShare: 0.3524
floorplan.core_util: 0.5104
synth-seq-cells: 79
hold_viol: 0
first_pass_iters: 6
final_util: 0.7390
timing.rr.start: "pixelDataCounter[1]"
path_cells: "clkdlybuf4s50_1, mux4_1, mux2_2, a22oi_1, nand3_1, o31ai_1, o22ai_1"
cp-startpoint: "buffer[179]"
yosys.cell_count.top_type: "edfxtp_1"
rows: 42
grt_pass1_wl_mm: 37.63
drc: 0
yosys-top-cells-area: "edfxtp_1 (35%), mux4_2 (17%), xor2_1 (3.8%)"
placed_cell_area_um2: 9413
critPathKind: "in2reg"
placedCellCount: 1026
slew_violations: 0
crit_path_max_fanout: 1
io_pins: 264
setup_viol: 0
grt_max_degree: 51
reg2regPathDepth: 8
cts_buffer_depth: 2
port_buffers: 263
p_per_area_nw_per_um2: 112.1
grt_pass1_vias: 6655
logic_area_um2: 4045
edf_count: 79
postCtsSetupRepairBufs: 0
area_growth_pct: 44.79
yosysUniqueCellTypes: 53
final_cells: 1042
cp_data_required_time_ps: 7960
diodes: 0
ys_area_um2: 6733
fin_crit_ps: 3327
worst-endpoint-arrival_ps: 3390
cp_slowest_cell: "mux4_1"
ctsResizeCount: 0
drt-initial-drc-count: 577
max_cap_violations: 0
antenna_left: 0
max_slew_margin: 0.4468
period_used_share: 0.4212
cts.clk_slew.worst_paths_ps: 60
rsz0062_at_grt: "false"
cts-htree-levels: 3
cts_tree: "done"
drive_above_1_share: 0.1143
die_w_um: 118.0
die_area_um2: 13930
dp_hpwl_mm: 19.78
ys_dominant_reg_cell: "edfxtp_1"
ys_cells: 622
gp_congestion: 1.063
peakVddDrop_mv: 0.1097
area.sequential_um2: 2372
grt_antenna_before_repair: 1
hold_depth: 1
grt-ovfl-total: 0
hp-class: "reg2reg"
routed_wl_mm: 24.67
tool_warnings: 33
postSynthCellCount: 622
syn_avg_cell_area_um2: 10.82
power_w: 0.001093
ctsRootBufferMaster: "clkbuf_16"
synthTopCellsByCount: "edfxtp_1 (79), nor2_1 (67), mux4_2 (50), nand2_1 (42), nand3_1 (32)"
cts.sink_count: 79
final_area_um2: 9748
cts_buffers: 9
timing.fmax_mhz: 300.5
nFillCells: 865
async_flop_share: 0
p_leak_nw: 3.392
vias_per_cell: 6.194
status: "finished clean"
start_kind: "input port"
yosysTopAreaCell: "edfxtp_1"
tightest_slew_ps: 826.7
clk_latency_ps: 340
num_vias: 6454
yosysTopAreaCellShare: 0.3524
synth_area_um2: 6733
die-height_um: 118.0
fin_skew_ps: 15.45
crit_path_end_kind: "flip-flop"
fin_tns_setup_ps: 0
grtUsageTotal: 0.3889
core_um2: 13190
holdBufCountCts: 0
max_stage_delay_ps: 510
synth_warnings: 1
min-delay-start: "bufferRtR"
drt-wirelength-per-cell_um: 23.68
==> cell families after synthesis <==
kind of cell	Yosys count	synth area share
AND-OR/OR-AND	97	0.09237
XOR/XNOR	53	0.06895
adder cells (fa/ha/maj)	13	0.02416
buffers and inverters	64	0.04739
flip-flops	79	0.3524
multiplexers	96	0.2535
AND/OR/NAND/NOR	220	0.1613
==> metal layers <==
| metal | wire length (um) | global-route usage |
|---|---|---|
| met3 | 3833 | 0.2119 |
| met5 | 12 | 0 |
| met2 | 11060 | 0.5548 |
| met1 | 9053 | 0.5568 |
| met4 | 712 | 0.08093 |
==> where the power goes <==
| part | leakage, nW | switching (W) | internal, W |
|---|---|---|---|
| Sequential | 0.840 | 0 | 0.000454 |
| Clock | 0.162 | 0.000181 | 0.000285 |
| Combinational | 2.39 | 0.0000384 | 0.000136 |
| Total | 3.39 | 0.000219 | 0.000874 |
==> worst max-delay path: cells and delay by family <==
kind,cells,cell delay [ps]
simple gates,1,120
buf+inv,1,410
compound gates,3,480
mux,2,790
==> cells in the final DEF, fill, tap and decap left out, types with 3 or more instances in the layout <==
cell type,n
or3_1,5
mux4_2,50
o31ai_1,6
nor2b_1,5
clkdlybuf4s50_1,263
and3_1,16
mux2_2,18
o22ai_1,10
buf_4,9
and4_1,3
o21ai_0,19
clkbuf_16,9
a22oi_1,9
a211o_1,3
xor2_1,29
mux4_1,6
a21oi_1,23
xnor2_1,24
nand2_1,42
a31oi_1,6
edfxtp_1,79
nand4_1,12
inv_8,3
inv_1,20
or2_2,3
a211oi_1,4
nand3_1,32
nor2_1,67
nor3_1,9
mux2i_1,22
ha_1,13
nor4_1,8
and2_1,6
nand2b_1,4
==> metrics by stage <==
stage | hold WS (ps) | worst slack, ps
finish | 571.5 | 4573
global route | 595.2 | 4521
CTS | 572.7 | 4591
detailed placement | 557.9 | 4252
global placement | 555.6 | 4265
floorplan | 509.9 | 3687
==> worst paths after layout <==
path | to | slack [ps]
max reg2reg | counter[29] | 4860
min reg2reg | bufferRtR | 570
max | dataToSend[3] | 4570
min | bufferRtR | 570
==> cell type report <==
class                           instances  share of cell area
Inverter                               20            0.007701
Multi-Input combinational cell        479              0.4150
Timing Repair Buffer                  272              0.2770
Clock buffer                            9             0.02310
Clock inverter                          7             0.01130
Sequential cell                        79              0.2434
Tap cell                              176             0.02259
==> state kept, by name, indices dropped and copies added (netlist names) <==
register          count
spi_mosi              1
counter              32
commandIndex          5
spi_mclk              1
spi_rs                1
spi_cs                1
bitNumber             3
dataToSend            8
pixelCounter         16
state                 3
pixelDataCounter      6
spi_reset             1
bufferRtR             1
Power is estimated from default activity; no workload was simulated.
